==> /design/flow/design.v <==
`timescale 1ns / 1ps
module JKFF_synch(J, K, Clk, Reset, Q);
input J, K, Clk, Reset;
output Q;
wire w;
assign w = (J&~Q)|(~K&Q);
pos_edge_DFF jkff(Q, w, Reset, Clk); 
endmodule
`timescale 1ns / 1ps
module part_3(X, Y, Z, S0, S1, T, Clk, synch_reset);
input X, Y, Z, Clk, synch_reset;
input S0, S1;
output reg T;
wire Q_DFF, D, Q_TFF;
wire TFF_T, K;
wire Q_JKFF;
wire Q1, Q2;
assign D = ((~Q_DFF)^(X))|(X&Q_DFF);
assign TFF_T = (~(Q_DFF&Y))&Q_TFF;
assign K = ~((Y^Z)&(Y^Z));
pos_edge_DFF DFF(.Q(Q_DFF), .D(D), .Clk(Clk), .synch_reset(synch_reset));
pos_edge_tff TFF(.Q(Q_TFF), .T(TFF_T), .synch_reset(synch_reset), .Clk(Clk));
JKFF_synch JKFF(.Q(Q_JKFF), .J(TFF_T), .K(K), .Reset(synch_reset), .Clk(Clk));
assign Q1 = (Q_TFF^Q_JKFF)^(Q_TFF);
assign Q2 = ~(Q_JKFF&Q_JKFF);
always @ (*)
begin
case ({S1,S0})
2'b00 : T <= Q_DFF;
2'b01 : T <= Q1;
2'b10 : T <= Q2;
2'b11 : T <= 0;
endcase
end
endmodule
`timescale 1ns / 1ps
module pos_edge_DFF(Q, D, synch_reset, Clk);
    output Q;
    input D, Clk;
    input synch_reset;
    reg Q;
    always @ (posedge Clk)
    begin
    if (synch_reset ==1'b1)
        Q<= 1'b0;
       else
        Q<=D;
    end
endmodule
`timescale 1ns / 1ps
module pos_edge_tff(Q, T, synch_reset, Clk);
    output Q;
    input T, Clk;
    input synch_reset;
    wire D;
    assign D = Q ^ T; 
    pos_edge_DFF tff(Q, D, synch_reset, Clk);
endmodule
==> /design/flow/run.sh <==
#!/bin/bash
# OpenROAD 26Q1-2900-gdf79404cd8, Yosys 0.63+post, stock flow scripts
make -C /OpenROAD-flow-scripts/flow DESIGN_CONFIG=/design/flow/config.mk WORK_HOME=/design/flow/orfs finish
==> /design/flow/config.mk <==
export PLATFORM = sky130hd
export DESIGN_NAME = part_3
export DESIGN_NICKNAME = part_3
export VERILOG_FILES = /design/flow/design.v
export SDC_FILE = /design/flow/constraint.sdc
export NUM_CORES = 4
export LEC_CHECK = 1
export CORE_AREA = 10 10 70 70
export DIE_AREA = 0 0 80 80
==> /design/flow/constraint.sdc <==
current_design part_3

set clk_period 1.0
set clk_io_pct 0.2

create_clock -name clk0 -period $clk_period [get_ports {Clk}]

set non_clock_inputs [all_inputs -no_clocks]
set_input_delay [expr $clk_period * $clk_io_pct] -clock clk0 $non_clock_inputs
set_output_delay [expr $clk_period * $clk_io_pct] -clock clk0 [all_outputs]
==> flow_summary_export.csv <==
group,metric,value,unit
outcome,status,"complete, but fails checks",
outcome,failed_checks,"setup timing",
routing,vias,152,
min_path,hold_depth,1,
grt,grt_max_degree,4,
finish,area_growth,124,%
die,num_rows,21,
routing,num_antenna_cells,0,
sta,layout_setup_ws,-297,ps
place,place_hpwl,382,um
sta,holdWs,544,ps
logic_synthesis,yosys-stat-area,151,um^2
pwr,vdd_drop_max,0.211,mV
place,placed_cells,68,
pwr,p_per_area,1200,nW/um^2
clock_network,cts_tree,"done",
sta,period_minus_slack,1300,ps
logic_synthesis,synth_flop_count,3,
finish,fin_util,9.93,%
routing,via_per_inst,2.08,
logic_synthesis,synthCells,13,
clock_network,clock_latency,240,ps
logic_synthesis,yosys.area.top_type,"dfxtp_1",
sta,clock_skew,3.35,ps
clock_network,htreeDepth,1,
sta,slew_violations,0,
setup_path,end_kind,"output pin",
die,die_area,6400,um^2
logic_synthesis,top_cells_by_area,"dfxtp_1, a2111oi_2, mux2_4",
die,core_area,3420,um^2
grt,grt-ovfl-total,0,
grt,grt_usage,1.85,%
finish,post_route_cells_drive_above_1_share,40.7,%
clock_network,cts_buffer_depth,2,
clock_network,cts_root_buf,"clkbuf_4",
sta,tightest_slew,338,ps
logic_synthesis,ys_warn_count,2,
clock_network,clk_pin_slew,40,ps
sta,rsz0062_at_grt,"true",
setup_path,crit_chain,"and2b_2, o31a_1, buf_2",
setup_path,cp_max_fo,2,
die,pin_count,8,
routing,drcViolationCount,0,
setup_path,critPathSlowestCell,"dfxtp_2",
pwr,p_leak,0.000116,uW
logic_synthesis,synth_area,151,um^2
setup_path,max_stage_delay,310,ps
sta,fmax,771,MHz
logic_synthesis,ys_seq_share,39.7,%
place,gp_congestion,0.726,
pwr,p_int,314,uW
pwr,seq_power_share,31.1,%
sta,period_used_share,130,%
routing,first_pass_iters,2,
setup_path,cp.required,800,ps
setup_path,path_class,"flip-flop to output pin",
setup_path,cp-start-kind,"flip-flop",
grt,first_global_vias,170,
finish,final_cells,73,
routing,avgRoutedWirePerCell,6.99,um
pwr,totalPowerFinal,408,uW
logic_synthesis,syn_avg_cell_area,11.6,um^2
clock_network,cts_hold_buf,0,
sta,maxSlewHeadroom,77.4,%
pwr,p_sw,93.6,uW
clock_network,cts_sinks,3,
pwr,clkPwrFrac,54.1,%
sta,hold_viol_final,0,
place,pre_cts_slack,-656,ps
die,fp_util,4.43,%
place,portBuffers,7,
logic_synthesis,synth_cell_types,10,
min_path,hp-class,"flip-flop to flip-flop",
grt,antenna_found_initial,0,
logic_synthesis,top_area_share,39.7,%
die,die_x,80,um
setup_path,cp.arrival,1100,ps
routing,ant_nets,0,
grt,grt_pass1_wl,841,um
routing,wl,510,um
clock_network,cts_buffers,3,
pwr,pwr-share-comb,14.8,%
logic_synthesis,yosysCellCount,13,
routing,drt_iter0_markers,4,
job,drv_cap,0,
sta,finalSetupViolations,2,
pwr,switching_share,23.0,%
job,warning_count,28,
die,die_h,80,um
setup_path,r2r_cells,4,
-- flip-flops by register name, indices dropped and copies added (netlist names) --
signal       flops
DFF.Q            1
TFF.tff.Q        1
JKFF.jkff.Q      1
-- final timing paths --
check	from	to	slack (ps)
max	JKFF.jkff.Q	T	-300
min	TFF.tff.Q	TFF.tff.Q	540
max reg2reg	JKFF.jkff.Q	JKFF.jkff.Q	-220
min reg2reg	TFF.tff.Q	TFF.tff.Q	540
-- placed cells by master (no fill, tap or decap) --
master,Yosys,routed
buf_4,0,2
mux2_4,1,1
xor2_1,1,1
nor2_1,2,2
mux2i_1,1,1
buf_2,0,1
and4b_1,1,1
o31a_1,1,1
dlygate4sd2_1,0,1
clkbuf_1,0,1
a2111oi_4,0,1
dfxtp_1,3,2
clkbuf_4,0,3
dfxtp_2,0,1
and2b_2,1,1
nor3b_1,1,1
buf_6,0,1
clkdlybuf4s50_1,0,5
-- cell families (layout without fill, tap and decap cells) --
family          count (synthesis)  after routing  share of synthesized area (%)
xor+xnor                        1              1                           5.79
simple gates                    5              5                           22.3
buf+inv                         0             14                              0
mux                             2              2                           16.5
flops                           3              3                           39.7
compound gates                  2              2                           15.7
-- power by group through the flow --
stage	Clock, uW	Sequential, uW	Combinational [uW]
CTS	228	127	61.0
global route	239	127	67.5
finish	221	127	60.4
-- per-stage QoR --
| stage | instance area [um^2] | setup TNS [ps] |
|---|---|---|
| global route | 339 | -618 |
| floorplan | 153 | -15.8 |
| global placement | 295 | -935 |
| CTS | 339 | -524 |
| finish | 339 | -519 |
| detailed placement | 295 | -985 |
-- worst max-delay path, delay by kind of cell (launching register included) --
family          cells  cell delay (ps)
flops               1              310
compound gates      1              230
buf+inv             1              110
simple gates        1              200
-- synth_stat cells, drive strengths merged --
| cell type | count |
|---|---|
| a2111oi | 1 |
| and2b | 1 |
| and4b | 1 |
| dfxtp | 3 |
| mux2 | 1 |
| mux2i | 1 |
| nor2 | 2 |
| nor3b | 1 |
| o31a | 1 |
| xor2 | 1 |
-- routing by layer --
layer  vias up  track usage, %  part of all wire, %  routed length [um]
met5         -               0                    0                   0
met4         0           0.528                 0.78                   4
met3         2            3.41                   33                 169
met2        12            1.36                   26                 131
met1        61            1.99                   40                 205
li1         77               -                    -                   -
-- layout make-up --
type,instances,area (um^2)
multi-input combinational,10,104
tap,46,57.6
fill,399,3080
clock buffer,4,26.3
timing repair buffer,10,90.1
sequential,3,61.3
-- timing repair --
| action | 4_1_cts | 5_1_grt |
|---|---|---|
| resized | 6 | 0 |
| setup endpoints to repair | 2 | 2 |
| buffers inserted | 1 | 0 |
Power and IR drop assume default switching activity.
