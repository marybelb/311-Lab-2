==> config.mk <==
export PLATFORM = sky130hd
export DESIGN_NAME = part_4
export DESIGN_NICKNAME = part_4
export VERILOG_FILES = /design/flow/design.v
export SDC_FILE = /design/flow/constraint.sdc
export NUM_CORES = 4
export LEC_CHECK = 1
export CORE_AREA = 10 10 108 108
export DIE_AREA = 0 0 118 118
==> constraint.sdc <==
current_design part_4

set clk_period 4.0
set clk_io_pct 0.2

create_clock -name clk0 -period $clk_period [get_ports {Clk}]

set non_clock_inputs [all_inputs -no_clocks]
set_input_delay [expr $clk_period * $clk_io_pct] -clock clk0 $non_clock_inputs
set_output_delay [expr $clk_period * $clk_io_pct] -clock clk0 [all_outputs]
==> design.v <==
`timescale 1ns / 1ps
module asynch_posedge(Q, D, asynch_reset, Clk);
    output Q;
    input D, Clk;
    input asynch_reset;
    reg Q;
    always @ (posedge Clk or posedge asynch_reset)
    begin
    if (asynch_reset ==1'b1)
        Q<= 1'b0;
       else
        Q<=D;
    end
endmodule
`timescale 1ns / 1ps
module asynch_tff(Q, T, asynch_reset, Clk);
    output Q;
    input T, Clk;
    input asynch_reset;
    wire D;
    assign D = Q ^ T; 
    asynch_posedge tff2(Q, D, asynch_reset, Clk);
endmodule
`timescale 1ns / 1ps
module clk_divider(
	input clk_in,
	input rst,
	output reg divided_clk
    );
parameter toggle_value = 26'b10111110101111000010000000;
reg[25:0] cnt;
always@(posedge clk_in or posedge rst)
begin
	if (rst==1) begin
		cnt <= 0;
		divided_clk <= 0;
	end
	else begin
		if (cnt==toggle_value) begin
			cnt <= 0;
			divided_clk <= ~divided_clk;
		end
		else begin
			cnt <= cnt +1;
			divided_clk <= divided_clk;		
		end
	end
end
endmodule
`timescale 1ns / 1ps
module part_4(T, Clk, rst, Q, newclk);
input T, Clk, rst;
output Q;
output wire newclk;
clk_divider clockd(Clk, rst, newclk);
asynch_tff atff(Q, T, rst, newclk);
endmodule
==> run.sh <==
#!/bin/bash
# OpenROAD 26Q1-2900-gdf79404cd8, Yosys 0.63+post, stock flow scripts
make -C /OpenROAD-flow-scripts/flow DESIGN_CONFIG=/design/flow/config.mk WORK_HOME=/design/flow/orfs finish
==> results.txt <==
run results: Post-CTS Setup Bufs 0, grt peak-use layer met2, internal power 347 µW, end of the critical path newclk, normalized max-slew margin 59.3%, minimum clock period 1980 ps, final std cells w/o fill 258, wire length per cell roughly 8.9 µm, Fmax achieved 0.506 GHz, Sw Share 19.9%, Worst Skew 1.18 ps, xor and xnor fraction of the mapped netlist area between 10 and 15%, first-pass GRT wire length roughly 4.2 mm, outcome finished clean, Site Rows 35, Setup TNS Final 0 ps, final core occ around 18%, Syn Inst Count 123, simple share 29.4%, reg2reg end clockd.cnt[22], crit-path cells clkdlybuf4s50_1, Worst Hold Slack a little under 500 ps, Dominant combinational family simple AND/OR/NAND/NOR gates, endpoint type of the worst setup path primary output, crit path max-delay cell type clkdlybuf4s50_1, CP required 3200 ps, sw power roughly 86 µW, worst reg2reg setup slack 2130 ps, Least-Margin Pin Slew 607 ps, Hold Path Class flop to flop, met2 usage ~5%, CP arrival 1180 ps, via count 893, DRC viols 0, final wirelength 2.29 mm, RR Startpoint clockd.cnt[10], share of layout cells above drive strength 1 a little over an eighth, number of unconstrained endpoints 2, die area 0.0139 mm², hold-fix buffers at CTS 0, ant diodes 0, register pins left without a clock 1, Worst Path Buf+Inv 1, Clock Latency Late Sink between 200 and 300 ps, max incr delay on CP 490 ps, dpl hpwl 1.68 mm, R2R cell count 5, CTS max path bufs 2, GP Congestion a little over 0.8, crit path max fanout 3, Resize count post-CTS 0, Setup WS post-layout 2020 ps, PwrDens 264 mW/mm², mux share 0%, clock share of power 35.0%, root buffer cell clkbuf_8, DIE WIDTH 118 µm, global routing usage on met1 5.12%, initial antenna violation count 0, peak supply drop 127 µV, crit path launch type flop, yosys warns 2, Final Hold Fails 0, synthesized area per cell ~11 µm², Setup crit start clockd.divided_clk, RSZ-0062 raised after global routing false, Comb power frac 2.0%, GRT Overall Usage under 10%, FP Core Util between 10% and 20%, Compound-Gate Fraction of Synth Area 3.55%, Place WS about 2100 ps, sequential share of power a little over three fifths, Synth Area in Adders 1.77%, Global Route met3 Usage roughly 1.1%, synthesis-to-finish area growth 16.1%, ys flop type dfrtp_1, first-iteration detailed-routing DRC count 58, CTS tree yes, sequential area share after synthesis between 40 and 50%, deepest level of the CTS H-tree 1, I/O Buffers 4, WP depth 1, Post-DP Area between 0.0015 and 0.002 mm², static leakage 0.695 nW, clock slew at reported path FFs 90 ps, CP top delay family buffers and inverters, yosys cell count 123, Yosys cell types 28, count of library flops with an enable pin 0, area of the mapped netlist 0.00141 mm², total power 433 µW, Max Slew Vio Count 0, antenna viol nets, final 0, Async SR Flop Fraction 100%, dpl cells between 200 and 300, io pins 5, number of setup violations in the final report 0, pin count of the biggest net entering global routing 29, part of the cycle the worst path needs 49.4%, tally of OpenROAD warnings 26, vias in the first global route 910, Synth flops 28, kind of critical path flop to primary output, first-pass detailed-route iteration total 4, vias per cell 3.46, min-delay src clockd.cnt[21], Die Span Y about 120 µm, GR Overflow Total 0, CTS buffer count 3, area reported by Yosys stat 0.00141 mm², max_cap viols 0, Design Area, Final roughly 0.0016 mm², core area 0.00928 mm²
## worst min path at each step
stage | depth (start not counted) | endpoint | slack (ps)
final | 1 | clockd.cnt[21] | 490
after global routing | 1 | clockd.cnt[23] | 510
after CTS | 1 | clockd.cnt[23] | 500
## power by group through the flow
stage	Sequential [mW]	Clock [mW]	Combinational, mW
4_1_cts	0.273	0.160	0.00929
6_report	0.273	0.152	0.00854
5_1_grt	0.273	0.170	0.0103
## logic make-up after synthesis
logic type | after synthesis
compound gates | 7
simple gates | 60
flops | 28
xor+xnor | 20
buf+inv | 6
fa+ha+maj | 2
## synth_stat cells, types with 2 or more instances
master	count	area share, %
and3_1	5	2.2
and4_1	3	1.9
buf_4	2	1.1
dfrtp_1	28	50
ha_1	2	1.8
inv_1	3	0.80
nand2_1	9	2.4
nand3_1	15	5.3
nand4_1	5	2.2
nand4_4	2	3.0
nor2_1	9	2.4
nor4b_1	3	1.9
o21ai_1	5	1.8
xnor2_1	11	6.8
xor2_1	8	5.0
## sequential cells by signal (all words and copies together) (netlist names)
register	count
atff.tff2.Q	1
clockd.cnt	26
clockd.divided_clk	1
## area by class of cell
type | instances | area [µm²]
fillers | 1050 | 7640
well taps | 129 | 161
multi-input cells | 89 | 673
repair buffers | 5 | 47.5
inverters | 3 | 11.3
clock buffers | 4 | 45.0
flip-flops and latches | 28 | 701
## layer usage
layer | up-vias | share of wire (%)
li1 | 448 | -
met1 | 434 | 54
met2 | 11 | 42
met3 | 0 | 4.2
met4 | 0 | 0
met5 | - | 0
## placed cells by master, fill, tap and decap left out, types with 2 or more instances in the layout
master / count
dfrtp_1: 28
nand3_1: 15
xnor2_1: 11
nand2_1: 9
nor2_1: 9
xor2_1: 8
and3_1: 5
nand4_1: 5
o21ai_1: 5
clkdlybuf4s50_1: 4
inv_1: 3
and4_1: 3
nor4b_1: 3
clkbuf_8: 3
nand4_4: 2
ha_1: 2
No activity file was given, so power comes from the tool's default toggle rates.
